==> design.v <==
module instructionmemory(output [31:0] data,input [6:0] addr,input clk);
reg [31:0] data;
reg [7:0] memdata [511:0];
initial 
	begin
	memdata[0]  = 8'b10001101;			 
	memdata[1]  = 8'b10100001;
	memdata[2]  = 8'b00000000;
	memdata[3]  = 8'b00000000;
	memdata[4]  = 8'b10001101;			 
	memdata[5]  = 8'b10100010;
	memdata[6]  = 8'b00000000;
	memdata[7]  = 8'b00000001;
	memdata[8]  = 8'b00000000;			 
	memdata[9]  = 8'b00100010;
	memdata[10] = 8'b00011000;
	memdata[11] = 8'b00100000;
	memdata[12] = 8'b10001101;			 
	memdata[13] = 8'b10100100;
	memdata[14] = 8'b00000000;
	memdata[15] = 8'b00000010;
	memdata[16] = 8'b00000000;			 
	memdata[17] = 8'b01100100;
	memdata[18] = 8'b00101000;
	memdata[19] = 8'b00100010;
	memdata[20] = 8'b10001101;			 
	memdata[21] = 8'b10100110;
	memdata[22] = 8'b00000000;
	memdata[23] = 8'b00000011;
	memdata[24] = 8'b00000000;			 
	memdata[25] = 8'b10100110;
	memdata[26] = 8'b00111000;
	memdata[27] = 8'b00100101;
	memdata[28] = 8'b10001101;			 
	memdata[29] = 8'b10101000;
	memdata[30] = 8'b00000000;
	memdata[31] = 8'b00000100;
	memdata[32] = 8'b00000000;			 
	memdata[33] = 8'b11101000;
	memdata[34] = 8'b01001000;
	memdata[35] = 8'b00100100;
	memdata[36] = 8'b10101101;           
	memdata[37] = 8'b10101001;
	memdata[38] = 8'b00000000;
	memdata[39] = 8'b00000111;
	memdata[40] = 8'b00010001;          
	memdata[41] = 8'b10101101;
	memdata[42] = 8'b11111111;
	memdata[43] = 8'b11111000;
	end
always @(negedge clk)
	begin
		data = { memdata[addr] , memdata[addr+1] , memdata[addr+2] , memdata[addr+3] };
	end
endmodule
==> run.sh <==
#!/bin/bash
# OpenROAD 26Q1-2900-gdf79404cd8, Yosys 0.63+post, stock flow scripts
make -C /OpenROAD-flow-scripts/flow DESIGN_CONFIG=/design/flow/config.mk WORK_HOME=/design/flow/orfs finish
==> config.mk <==
export PLATFORM = sky130hd
export DESIGN_NAME = instructionmemory
export DESIGN_NICKNAME = instructionmemory
export VERILOG_FILES = /design/flow/design.v
export SDC_FILE = /design/flow/constraint.sdc
export NUM_CORES = 4
export LEC_CHECK = 1
export CORE_UTILIZATION = 40
==> constraint.sdc <==
current_design instructionmemory

set clk_period 3.6
set clk_io_pct 0.2

create_clock -name clk0 -period $clk_period [get_ports {clk}]

set non_clock_inputs [all_inputs -no_clocks]
set_input_delay [expr $clk_period * $clk_io_pct] -clock clk0 $non_clock_inputs
set_output_delay [expr $clk_period * $clk_io_pct] -clock clk0 [all_outputs]
==> notes.md <==
run metrics: status=finished, violations left, failing checks=setup timing, Slew @ Worst Pin=452 ps, cell area power density=285 nW/µm², remaining antenna violation count=0, Initial DRT Pass Iterations=5, Internal=0.995 mW, critical path class=input pin to flop, ys cells=396, initial drt markers=129, cts bufs inserted=5, Detail Placement HPWL=7160 µm, DIE HEIGHT=89.1 µm, total number of vias=3774, total grt overflow=0, Critical-path top delay cell=xor2_4, Worst slew margin=69.6%, unrepaired setup endpoints after global routing=true, post-synthesis cell type count=70, Sw Ratio=37.3%, Seq pwr share=26.4%, Final Setup Violations=15, initial antenna violation count=0, CTS max path bufs=2, count of library flops with an enable pin=0, MaxCap Viol Count=0, Post-Place Cells=601, vias in the first global route=3425, Critical Path AT=2160 ps, syn_area_per_cell=7.67 µm², Overall Global Routing Usage=28.5%, chip area from the yosys synthesis statistics=3040 µm², clock root cell=clkbuf_8, Syn Inst Count=396, clock network fraction of total power=25.1%, final worst slack=-101 ps, sequential share of the synthesized area=21.1%, CP required=2060 ps, Async S/R FF share, synth=0%, hold wc startpoint=addr[1], FP Rows=31, filler instances=486, first-pass GRT wire length=17100 µm, Sw Pwr=0.591 mW, Worst setup SP type=input pin, Lkg Pwr=2.45 nW, Placer Congestion=0.885, Ports=40, final instance area=5560 µm², final hold viol count=0, max reg flops=32, Area growth, synth to finish=83.0%, largest net degree at the start of global routing=19, vias per std cell=5.57, TritonCTS Sinks=32, Critical Path Start=addr[1], I/O Buffers=38, Post-DP Area=4500 µm², n_diodes=0, Floorplan Core Area=7290 µm², fraction of layout instances using a drive strength above 1=45.1%, ys flop type=dfxtp_1, Pre-Place Util=41.6%, Peak VDD IR=0.149 mV, Post-Syn Area=3040 µm², FF+latch count, synth=32, final total power=1.59 mW, YS warnings=1, Die Size=7940 µm², tool warnings=71, WL final=11000 µm, H-tree depth=2, logic gate share of total power=48.4%, setup TNS=-917 ps, CTS tree=done, worst-path fanout max=4, Routed WL per cell=16.3 µm, Die W=89.1 µm, DR DRC count=0, Hold Crit Class=input pin to flop, post-route insts no fill=678, Cell Chain, Critical Path=buf_12 -> ha_4 -> buf_12 -> a21oi_4 -> buf_4 -> xor2_4 -> nand2_1 -> buf_4 -> o32ai_1, clk slew on worst S/H paths=40 ps, CP peak stage delay=200 ps, Final Max Slew Viols=0, critical path capture point type=flop
-- metal layers --
| metal | GRT usage, % | vias up | part of all wire, % |
|---|---|---|---|
| li1 | - | 1837 | - |
| met5 | 0 | - | 0 |
| met3 | 5.34 | 16 | 6.5 |
| met2 | 42.4 | 132 | 44 |
| met4 | 4.91 | 0 | 2.2 |
| met1 | 44.2 | 1789 | 47 |
-- cell families (layout without fill, tap and decap cells) --
logic type      Yosys count  count (layout)  share of synthesized area, %
compound gates          136             136                          30.0
simple gates            133             133                          23.0
buf+inv                  55             238                          9.11
flops                    32              32                          21.1
xor+xnor                 17              17                          6.88
fa+ha+maj                14              14                          5.77
mux                       9               9                          4.20
-- power groups by stage --
stage	logic [mW]	registers, mW	clock network, mW
after global routing	0.823	0.424	0.471
after CTS	0.694	0.420	0.419
final	0.768	0.419	0.399
-- cells in the final DEF, fill, tap and decap left out, types with 5 or more instances in the layout --
master,n
a21oi_1,27
a31oi_1,11
buf_12,9
buf_4,110
buf_6,31
clkbuf_8,5
dfxtp_1,31
dlygate4sd2_1,32
ha_4,10
inv_1,34
mux2i_1,6
nand2_1,28
nand2b_4,7
nand3_1,10
nor2_1,23
nor2b_1,8
nor3_1,11
nor3_2,6
o21ai_0,18
o21ai_1,13
xnor2_4,7
xor2_4,6
-- layout make-up --
| class | instances | area, µm² | area share (%) |
|---|---|---|---|
| Clock inverter | 34 | 130 | 2.34 |
| Inverter | 9 | 58.8 | 1.06 |
| Multi-Input combinational cell | 309 | 2800 | 50.3 |
| Timing Repair Buffer | 190 | 1740 | 31.2 |
| Clock buffer | 5 | 68.8 | 1.24 |
| Tap cell | 99 | 124 | 2.23 |
| Sequential cell | 32 | 642 | 11.6 |
-- worst paths after layout --
path | endpoint | slack, ps | cells past startpoint
worst max-delay path | data[6]$_DFF_N_ | -100 | 9
worst min-delay path | data[30]$_DFF_N_ | 2660 | 4
-- critical path, delay by kind of cell --
kind	cells	cell delay, ps
buffers and inverters	4	570
and+or+nand+nor	1	130
xor gates and xnor gates	1	200
adders and majority gates	1	180
AOI/OAI and AO/OA	2	350
-- cells in the mapped netlist, drive strengths merged, types with 6 or more instances --
master	count	share of area, %
nand2	33	4.2
o21ai	35	5.8
nor2	25	3.1
nand2b	12	2.5
xnor2	10	4.1
nand3	15	2.6
dfxtp	32	21
nor2b	9	1.9
a21oi	30	5.1
clkbuf	15	1.9
mux2i	6	2.0
a31oi	11	2.3
nor3	17	2.8
ha	14	5.8
inv	10	1.2
buf	30	6.0
xor2	7	2.8
-- per-stage QoR --
stage | hold WS [ps] | util [%] | worst slack (ps)
2_1_floorplan | 2780 | - | -384
3_3_place_gp | 3180 | 61.7 | -1010
3_5_place_dp | 3180 | 61.7 | -972
4_1_cts | 2730 | 71.6 | -196
5_1_grt | 2680 | 76.2 | -135
6_report | 2660 | 76.2 | -101
-- timing repair --
action                                 CTS  global route
setup buffers                           28            13
gates cloned                             0             2
pin swaps                               42            25
endpoints found under the hold margin    0             0
setup endpoints to repair               64            27
resized                                131            46
hold buffers                             0             0
Power figures rest on the tool's default switching activity, not on a simulated workload.
