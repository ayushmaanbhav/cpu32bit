$ cat flow/config.mk
export PLATFORM = sky130hd
export DESIGN_NAME = alunit
export DESIGN_NICKNAME = alunit
export VERILOG_FILES = /design/flow/design.v
export SDC_FILE = /design/flow/constraint.sdc
export NUM_CORES = 4
export LEC_CHECK = 1
export CORE_AREA = 10 10 91 91
export DIE_AREA = 0 0 101 101
$ cat flow/constraint.sdc
current_design alunit

set clk_period 15.1
set clk_io_pct 0.2

create_clock -name clk0 -period $clk_period

set non_clock_inputs [all_inputs -no_clocks]
set_input_delay [expr $clk_period * $clk_io_pct] -clock clk0 $non_clock_inputs
set_output_delay [expr $clk_period * $clk_io_pct] -clock clk0 [all_outputs]
$ cat flow/design.v
module alunit(output [31:0] sum,input [31:0] a,input [31:0] b,input cin,output zero);
reg zero;
assign sum[31:0] = a + b + cin;
always @ ( sum )
begin
	if(sum[31:0] == 0)
		zero = 1'b1;
	else
		zero = 1'b0;
end
endmodule 
$ cat flow/run.sh
#!/bin/bash
# OpenROAD 26Q1-2900-gdf79404cd8, Yosys 0.63+post, stock flow scripts
make -C /OpenROAD-flow-scripts/flow DESIGN_CONFIG=/design/flow/config.mk WORK_HOME=/design/flow/orfs finish
==> insert_results.sql <==
-- implementation run metrics
INSERT INTO impl_metrics (metric_group, metric, value, unit) VALUES
('status', 'outcome', 'finished clean', ''),
('sta', 'post-route-min-period', '9.96', 'ns'),
('yosys', 'synth-seq-area-share', '0', ''),
('critical_path', 'crit_path_end_kind', 'output port', ''),
('min_path', 'hold_path_class', 'in -> out', ''),
('drt', 'drtAntennaViolNets', '0', ''),
('drt', 'first_iter_violations', '117', ''),
('drt', 'drt_pass_1_iters', '4', ''),
('drt', 'num_vias', '2629', ''),
('critical_path', 'endpoint_of_the_worst_setup_timing_path', 'zero', ''),
('yosys', 'yosysCellCount', '305', ''),
('floorplan', 'fp.coreArea', '0.00635', 'sq mm'),
('power', 'p_leak', '1.25', 'nW'),
('flow_run', 'tool_warnings', '32', ''),
('yosys', 'synthesis.area_per_instance', '6.96', 'sq um'),
('clocking', 'cts_hold_buf', '0', ''),
('power', 'ir_drop_worst_vdd', '19.6', 'uV'),
('floorplan', 'dieWidth', '101', 'um'),
('drt', 'detail_route.vias_per_cell', '5.55', ''),
('yosys', 'synthesis.area', '0.00212', 'sq mm'),
('sta', 'tightest_slew', '0.669', 'ns'),
('placement', 'gp_congestion', '0.963', ''),
('yosys', 'synth_cells', '305', ''),
('drt', 'totalWireLength', '7610', 'um'),
('yosys', 'synth-area-yosys', '0.00212', 'sq mm'),
('cells_and_area', 'final.fill_count', '637', ''),
('cells_and_area', 'fin_util', '0.498', ''),
('critical_path', 'largest_fanout_on_the_critical_path', '4', ''),
('yosys', 'synthDistinctLibCells', '70', ''),
('sta', 'fin_tns_setup', '0', 'ns'),
('critical_path', 'cp-startpoint', 'a[0]', ''),
('power', 'cellPowerDensity', '46.4', 'mW/mm^2'),
('floorplan', 'design.portCount', '98', ''),
('cells_and_area', 'sequential_cell_area', '0', 'sq um'),
('cells_and_area', 'layout-drive-gt1-share', '0.0453', ''),
('sta', 'max-slew-margin-rel', '0.553', ''),
('drt', 'insertedDiodeCount', '0', ''),
('clocking', 'post_cts_resize_count', '0', ''),
('sta', 'timing.final.setup_violations', '0', ''),
('cells_and_area', 'flops', '0', ''),
('sta', 'timing.fmax', '100', 'MHz'),
('cells_and_area', 'mostFrequentLayoutCells', 'sky130_fd_sc_hd__clkdlybuf4s50_1 (98), sky130_fd_sc_hd__ha_1 (30), sky130_fd_sc_hd__a21oi_1 (29), sky130_fd_sc_hd__nor2_1 (26), sky130_fd_sc_hd__inv_1 (22)', ''),
('global_routing', 'grt_start_max_net_pins', '11', ''),
('global_routing', 'grt_first_pass_wirelength', '12300', 'um'),
('cells_and_area', 'mostFrequentLayoutCell', 'sky130_fd_sc_hd__clkdlybuf4s50_1', ''),
('sta', 'report.final.slew_viol_count', '0', ''),
('drt', 'detail_route.wl_per_cell', '16.1', 'um'),
('clocking', 'post_cts_buffers', '0', ''),
('global_routing', 'first_global_vias', '2508', ''),
('global_routing', 'aggregate_global_routing_overflow', '0', ''),
('sta', 'final_worst_path_period_share', '0.659', ''),
('sta', 'final-hold-violation-count', '0', ''),
('critical_path', 'crit_arrival', '6.94', 'ns'),
('critical_path', 'worstSetupPathType', 'in -> out', ''),
('global_routing', 'antenna_found_initial', '0', ''),
('drt', 'detail_route.drc_violations', '0', ''),
('flow_run', 'timing.max_cap.violations', '0', ''),
('placement', 'port_buffers', '98', ''),
('critical_path', 'timing.critical_path.from_type', 'input pin', ''),
('floorplan', 'floorplan.rows', '29', ''),
('floorplan', 'initial_core_util', '0.334', ''),
('cells_and_area', 'final.clkbuf_count', '0', ''),
('sta', 'grt_setup_unrepaired', 'false', ''),
('cells_and_area', 'syn_to_final_growth', '48.9', '%'),
('floorplan', 'floorplan.die_area', '0.0102', 'sq mm'),
('global_routing', 'globalRouteTotalUtil', '0.142', ''),
('sta', 'fin_hold_ws', '7.12', 'ns'),
('yosys', 'ys.warnings.count', '1', ''),
('placement', 'place_hpwl', '6730', 'um'),
('critical_path', 'timing.critical_path.required', '12.08', 'ns'),
('floorplan', 'die.size.y', '101', 'um');
[cell usage after synthesis, types with 5 or more instances]
library cell               number  area (sq um)
sky130_fd_sc_hd__ha_1          30           375
sky130_fd_sc_hd__a21oi_1       29           145
sky130_fd_sc_hd__nor2_1        26          97.6
sky130_fd_sc_hd__inv_1         22          82.6
sky130_fd_sc_hd__nand2_1       21          78.8
sky130_fd_sc_hd__o21ai_0       16          80.1
sky130_fd_sc_hd__nand3_1       14          70.1
sky130_fd_sc_hd__nor3_1        13          65.1
sky130_fd_sc_hd__a21o_1         8          60.1
sky130_fd_sc_hd__nand2b_1       7          43.8
sky130_fd_sc_hd__xnor2_1        7          61.3
sky130_fd_sc_hd__and2_1         6          37.5
sky130_fd_sc_hd__xor2_1         6          52.6
sky130_fd_sc_hd__o211ai_1       5          37.5
sky130_fd_sc_hd__o31ai_1        5          37.5
[worst min-delay path by stage]
stage | from | depth (start not counted) | slack, ns | endpoint
finish | cin | 5 | 7.12 | sum[0]
global route | cin | 5 | 7.20 | sum[0]
CTS | cin | 5 | 7.15 | sum[0]
[per-layer routing]
| metal | track usage | wire length [um] |
|---|---|---|
| met1 | 0.184 | 3330 |
| met2 | 0.245 | 3610 |
| met3 | 0.0312 | 607 |
| met4 | 0.0107 | 63 |
| met5 | 0 | 0 |
[cells by family after synthesis]
| kind of cell | count (synthesis) | share of synthesized area |
|---|---|---|
| AND/OR/NAND/NOR | 120 | 0.310 |
| AND-OR/OR-AND | 111 | 0.378 |
| multiplexers | 1 | 0.00472 |
| adder cells (fa/ha/maj) | 32 | 0.196 |
| XOR/XNOR | 13 | 0.0537 |
| buffers and inverters | 28 | 0.0578 |
[report_power, final]
part,internal [mW],switching (mW)
clock network,0,0
logic,0.0802,0.0664
registers,0,0
[metrics by stage]
step	total power [mW]	cells	area, sq um	setup WS, ns
global route	0.163	474	3160	4.74
finish	0.147	474	3160	5.14
CTS	0.148	474	3160	5.13
detailed placement	0.147	474	3160	5.15
floorplan	0.0756	305	2120	6.50
global placement	0.148	474	3160	5.22
[final cells by class]
cell class,instances,area [sq um],area share
multi-input combinational,277,2000,0.633
timing repair buffer,98,981,0.310
tap,77,96.3,0.0305
inverter,22,82.6,0.0261
[critical path, cell delays in order]
cell and delay, ns:
sky130_fd_sc_hd__clkdlybuf4s50_1 0.45, sky130_fd_sc_hd__inv_1 0.05, sky130_fd_sc_hd__fa_1 0.42, sky130_fd_sc_hd__inv_1 0.08, sky130_fd_sc_hd__fa_1 0.21, sky130_fd_sc_hd__a21o_1 0.15, sky130_fd_sc_hd__nand4_1 0.17, sky130_fd_sc_hd__a211oi_2 0.44
sky130_fd_sc_hd__o21bai_1 0.17, sky130_fd_sc_hd__a2111oi_0 0.45, sky130_fd_sc_hd__nor3b_1 0.13, sky130_fd_sc_hd__nor4_1 0.27, sky130_fd_sc_hd__nand4_1 0.17, sky130_fd_sc_hd__nor4_2 0.23, sky130_fd_sc_hd__clkdlybuf4s50_1 0.50
No activity file was given, so power comes from the tool's default toggle rates.
